## /design/flow/run.sh

```bash
#!/bin/bash
# OpenROAD 26Q1-2900-gdf79404cd8, Yosys 0.63+post, stock flow scripts
make -C /OpenROAD-flow-scripts/flow DESIGN_CONFIG=/design/flow/config.mk WORK_HOME=/design/flow/orfs finish
```

## /design/flow/design.v

```verilog
module InstructionMemory(inst,pc,clk);
input clk;
input [31:0] pc;
output [31:0] inst;
reg [31:0] inst;
reg [31:0] memdata [127:0];
initial
        begin
		memdata[0] <= 32'h8c060000;  
		memdata[1] <= 32'h8c050001;
		memdata[2] <= 32'h00661820;
		memdata[3] <= 32'h00a12822;  
		memdata[4] <= 32'h0005102a;  
		memdata[5] <= 32'h1022fffc;  
		memdata[6] <= 32'hac630000;  
		memdata[16] <= 0;  
		memdata[17] <= 0;  
		memdata[7] <= 0;  
		memdata[8] <= 0;  
		memdata[9] <= 0;  
		memdata[10] <= 0;  
		memdata[11] <= 0;
		memdata[12] <= 0;
		memdata[13] <= 0;
		memdata[14] <= 0;
		memdata[15] <= 0;
        end
always @(posedge clk)
        begin
                inst = memdata[pc];
        end
endmodule
```

## /design/flow/config.mk

```make
export PLATFORM = sky130hd
export DESIGN_NAME = InstructionMemory
export DESIGN_NICKNAME = InstructionMemory
export VERILOG_FILES = /design/flow/design.v
export SDC_FILE = /design/flow/constraint.sdc
export NUM_CORES = 4
export LEC_CHECK = 1
export CORE_AREA = 10 10 71 71
export DIE_AREA = 0 0 81 81
```

## /design/flow/constraint.sdc

```tcl
current_design InstructionMemory

set clk_period 1.4
set clk_io_pct 0.2

create_clock -name clk0 -period $clk_period [get_ports {clk}]

set non_clock_inputs [all_inputs -no_clocks]
set_input_delay [expr $clk_period * $clk_io_pct] -clock clk0 $non_clock_inputs
set_output_delay [expr $clk_period * $clk_io_pct] -clock clk0 [all_outputs]
```

==> flow_metrics.env <==
# flow metrics
export IMPL_cts_made_buffers=3
export IMPL_aoi_share_pct=7.46
export IMPL_root_buffer="clkbuf_8"
export IMPL_setup_viol=0
export IMPL_end_kind="output pin"
export IMPL_wl_met2_um=601
export IMPL_slew_viol_final=0
export IMPL_drive_gt1_share_pct=13.1
export IMPL_wl_met3_um=299
export IMPL_first_pass_iters=4
export IMPL_synth_seq_share_pct=45.5
export IMPL_crit_chain="clkdlybuf4s50_1"
export IMPL_globalRouteOverflowTotal=0
export IMPL_largest_reg_flops=16
export IMPL_seqPwrFrac_pct=52.0
export IMPL_min_period_ps=1360
export IMPL_row_count=22
export IMPL_crit_path_start_kind="flop"
export IMPL_p_sw_share_pct=19.2
export IMPL_antenna_cells_inserted=0
export IMPL_powerDensity_mw_per_mm2=850
export IMPL_p_clk_share_pct=34.8
export IMPL_logic_family="buffers and inverters"
export IMPL_lay_top_count="clkdlybuf4s50_1"
export IMPL_initial_core_util_pct=19.4
export IMPL_p_int_uw=737
export IMPL_grt_total_usage_pct=4.00
export IMPL_hp_class="input port to flop"
export IMPL_xor_share_pct=1.24
export IMPL_place_ws_ps=-89.9
export IMPL_cp_top_family="buffers and inverters"
export IMPL_ys_sh_adder_pct=10.7
export IMPL_chip_area_mm2=0.00656
export IMPL_io_pin_count=65
export IMPL_cts_sinks=16
export IMPL_wl_um=1510
export IMPL_maxCapViolCount=0
export IMPL_hold_viol_final=0
export IMPL_grt_pass1_vias=491
export IMPL_tool_warnings=56
export IMPL_clockBufferDepth=2
export IMPL_grt_pass1_wl_um=2160
export IMPL_io_buffers=32
export IMPL_grt_max_degree=11
export IMPL_worstPathRequired_ps=1120
export IMPL_die_w_um=81
export IMPL_cp_slowest_cell="clkdlybuf4s50_1"
export IMPL_fin_crit_sh_pct=97.5
export IMPL_dp_hpwl_um=1300
export IMPL_core_area_mm2=0.00363
export IMPL_final_cell_mix="clkdlybuf4s50_1, dfxtp_1, buf_4"
export IMPL_syn_inst=71
export IMPL_crit_arrival_ps=1080
export IMPL_leakage_nw=0.557
export IMPL_switching_power_uw=176
export IMPL_combinationalPowerShare_pct=13.2
export IMPL_h_tree_depth=1
export IMPL_fmax_mhz=733
export IMPL_top_layer_used="met3"
export IMPL_cts_tree="done"
export IMPL_crit_buf_inv=1
export IMPL_dr_total_vias=497
export IMPL_drtIter0Drc=23
export IMPL_yosysChipArea_um2=704
export IMPL_synthToLayoutAreaGrowth_pct=52.4
export IMPL_drt_antenna_violating_nets=0
export IMPL_crit_fanout=10
export IMPL_setup_slack_ps=35.6
export IMPL_viasPerCell=3.38
export IMPL_wire_per_inst_um=10.3
export IMPL_critPathMaxStageDelay_ps=470
export IMPL_drcViolationCount=0
export IMPL_dieHeight_um=81
export IMPL_final_cells=147
export IMPL_vdd_drop_max_v=0.000266
export IMPL_status="completed"
export IMPL_placed_cells=144
export IMPL_numSynthFlops=16
export IMPL_muxShareOfSynthArea_pct=0
export IMPL_synth_warning_count=1
export IMPL_worstSetupPathType="flop to output pin"
export IMPL_ys_sh_simple_pct=13.3
export IMPL_yosys_cells=71
export IMPL_wl_met1_um=610
export IMPL_clk_pin_slew_ps=50
export IMPL_cts_hold_buffers=0
export IMPL_syn_area_um2=704
export IMPL_synth_distinct_cells=18
export IMPL_total_power_uw=913
export IMPL_gp_congestion=0.854
export IMPL_grt_antenna_before_repair=0
export IMPL_postCtsSetupBuffers=0
export IMPL_syn_area_per_cell_um2=9.92
-- synthesized netlist by cell type --
cell | instances | share of area [%]
buf_4 | 17 | 18
dfxtp_1 | 16 | 45
a21oi_1 | 6 | 4.3
ha_1 | 6 | 11
nor2_1 | 4 | 2.1
and3_1 | 3 | 2.7
inv_1 | 3 | 1.6
nand2_1 | 3 | 1.6
and2_1 | 2 | 1.8
nand2b_1 | 2 | 1.8
or2_1 | 2 | 1.8
a211oi_2 | 1 | 1.8
buf_6 | 1 | 1.6
conb_1 | 1 | 0.53
nor3_1 | 1 | 0.71
o211a_1 | 1 | 1.4
or2_2 | 1 | 0.89
xnor2_1 | 1 | 1.2
-- kinds of logic (layout without fill, tap and decap cells) --
family                     after synthesis  count (layout)
adders and majority gates                6               6
AOI/OAI and AO/OA                        8               8
buffers and inverters                   21              45
DFF                                     16              16
xor gates and xnor gates                 1               1
other                                    1               5
and+or+nand+nor                         18              18
-- metrics by stage --
stage	TNS [ps]	util (%)	instance area (um^2)	hold WS [ps]
floorplan	0	-	719	357
global placement	-287	27.9	1010	958
detailed placement	-475	27.9	1010	960
CTS	0	29.1	1060	778
global route	-3.18	29.5	1070	812
finish	0	29.5	1070	785
-- final timing paths --
check | depth (start not counted) | end | from | slack (ps)
worst min-delay path | 3 | inst[27] | pc[3] | 780
worst max-delay path | 1 | inst[7] | inst[28] | 40
-- power groups by stage --
stage | Sequential [mW] | Clock [mW] | Combinational [mW]
CTS | 0.476 | 0.327 | 0.125
global route | 0.477 | 0.342 | 0.138
finish | 0.475 | 0.317 | 0.120
-- metal layers --
metal,vias up,global-route usage [%]
met4,0,0.692
met5,-,0
met3,0,2.67
met1,206,4.64
li1,264,-
met2,27,6.13
-- cell type report --
class | instances | area (um^2)
Fill cell | 387 | 2560
Timing Repair Buffer | 39 | 388
Sequential cell | 16 | 324
Multi-Input combinational cell | 38 | 249
Tap cell | 48 | 60.1
Clock buffer | 3 | 41.3
Inverter | 3 | 11.3
-- what timing repair did --
action / 4_1_cts / 5_1_grt
gates cloned: 0 / 0
endpoints found under the setup margin: 10 / 9
resized: 2 / 6
Power is estimated from default activity; no workload was simulated.
