<file path="flow/design.v">
module RegisterFile(addr1,addr2,out1,out2,addr3,data3,clk,RegWrite);
input RegWrite;  	 
input [4:0] addr1;	 
input [4:0] addr2;	 
output [31:0] out1;	 
output [31:0] out2;	 
input [4:0] addr3;	 
input [31:0] data3;	 
input clk;
reg [31:0] regmem [31:0];
initial begin
	regmem[0] = 32'b00000000000000000000000000000000;		 
        regmem[1] = 32'b00000000000000000000000000000001;
        regmem[2] = 32'b00000000000000000000000000000000;
        regmem[3] = 32'b00000000000000000000000000000000;
        regmem[4] = 32'b00000000000000000000000001000000;
        regmem[5] = 32'b00000000000000000000000000000101;
        regmem[6] = 32'b00000000000000000000000000000000;
        regmem[7] = 32'b00000000000000000000001000000000;
        regmem[8] = 32'b00000000000000000000000010000000;
        regmem[9] = 32'b00000000000000000000000000100000;
        regmem[10] = 32'b00000000000000000000010000000000;
        regmem[11] = 32'b00000000000000000000000100000000;
        regmem[12] = 32'b00000000000000000000000000010010;
        regmem[13] = 32'b00000000000000000000000010100000;
        regmem[14] = 32'b00000000000000000000000000111000;
        regmem[15] = 32'b00000000000000000000000000000010;
        regmem[16] = 32'b00000000000000000000000000100000;
        regmem[17] = 32'b00000000000000000000000000010000;
        regmem[18] = 32'b00000000000000000000000010100000;
        regmem[19] = 32'b00000000000000000000000001000000;
        regmem[20] = 32'b00000000000000000000000101000000;
        regmem[21] = 32'b00000000000000000010000000000000;
        regmem[22] = 32'b00000000000000000001000000000000;
        regmem[23] = 32'b00000000000000000000100000000000;
        regmem[24] = 32'b00000000000000001000000100000000;
        regmem[25] = 32'b00000000000000001100100000000000;
        regmem[26] = 32'b00000000000000000000000100000000;
        regmem[27] = 32'b00000000000000000100100000000000;
        regmem[28] = 32'b00000000000000000000100001000000;
        regmem[29] = 32'b00000000000000000000000100010000;
        regmem[30] = 32'b00000000000010100010000000000000;
        regmem[31] = 32'b00000000000000010000100101100000;
	end
	       assign	 out1 = regmem[addr1];
		 assign out2 = regmem[addr2];
	always@ (negedge clk) 
	begin   
		if(RegWrite==1'b1)
		begin
		 regmem[addr3] = data3;
		end
	end
endmodule
</file>
<file path="flow/config.mk">
export PLATFORM = sky130hd
export DESIGN_NAME = RegisterFile
export DESIGN_NICKNAME = RegisterFile
export VERILOG_FILES = /design/flow/design.v
export SDC_FILE = /design/flow/constraint.sdc
export NUM_CORES = 4
export LEC_CHECK = 1
export CORE_UTILIZATION = 40
</file>
<file path="flow/run.sh">
#!/bin/bash
# OpenROAD 26Q1-2900-gdf79404cd8, Yosys 0.63+post, stock flow scripts
make -C /OpenROAD-flow-scripts/flow DESIGN_CONFIG=/design/flow/config.mk WORK_HOME=/design/flow/orfs finish
</file>
<file path="flow/constraint.sdc">
current_design RegisterFile

set clk_period 6.8
set clk_io_pct 0.2

create_clock -name clk0 -period $clk_period [get_ports {clk}]

set non_clock_inputs [all_inputs -no_clocks]
set_input_delay [expr $clk_period * $clk_io_pct] -clock clk0 $non_clock_inputs
set_output_delay [expr $clk_period * $clk_io_pct] -clock clk0 [all_outputs]
</file>
==> flow_summary.ini <==
; generated from flow reports
[drt]
route.detailed.drc = 0
vias_per_cell = 5.51
routed_wl_um = 152000
ant_nets = 0
dr.pass1.iters = 5
vias = 34900
wire_per_inst_um = 24.0
dr.first_iter.drc_count = 2333

[synth]
synth_flops = 1024
top_cells_by_area = edfxtp_1 (63%), mux2i_1 (21%), a22oi_1 (3.0%), a22o_1 (2.3%), nand3_1 (2.0%)
yosys.stat.seqShare_pct = 63.1
synth_cell_type_count = 24
yosys_warnings = 1
yosysTopAreaCellShare_pct = 63.1
syn_area_um2 = 48800
ys_area_um2 = 48800
yosysCellCount = 3387
postSynthCellCount = 3387
avgSynthCellArea_um2 = 14.4
synth_top_cell_by_area = edfxtp_1

[clock_network]
clock-sinks = 1024
root_buffer = clkbuf_16
cts.hold.buffers_added = 0
cts_tree = yes
cts_max_level = 3
path_clk_slew_ns = 0.03
cts_buffers = 112
clockBufferDepth = 3

[timing]
worst_pin_slew_ns = 1.05
relSlewSlack_pct = 29.7
rsz0062_at_grt = yes
fin_ws_ns = -0.198
setup_viol = 27
holdWs_ns = 3.62
final_hold_viol_count = 0
finalSetupTns_ns = -1.80
slew_violations = 0

[setup_path]
crit_required_ns = 5.44
cp_data_arrival_time_ns = 5.64
crit_fanout = 2
path_class = reg -> out
end_kind = primary output
setup.worst_path.start_class = flip-flop

[placed_design]
gp_routability_congestion = 0.953
hpwl_um = 92000
dp.cells = 5100
numPortBuffers = 112

[power_and_ir_drop]
ir_drop_mv = 0.218
leakage_uw = 0.0271
power_density_nw_per_um2 = 279

[cells_and_area]
drive_gt1_share_pct = 14.7
fillers = 9938
mi_logic_area_um2 = 18100
final_cells = 6324
largest_reg_flops = 1024
seq_area_um2 = 30700
syn2layout_area_growth_pct = 28.0

[grt]
grt_use_total_pct = 26.5
grt_overflow = 0
grt_pass1_wl_um = 222000
grt_max_degree = 73
antenna_found_initial = 6
grt_pass1_vias = 37800

[flow_run]
maxCapViolCount = 0
warnings = 1030

[floorplan]
initial_core_util_pct = 40.5
die_y_um = 351
ios = 113
die_x_um = 351
rows = 127
fp.coreArea_um2 = 120000
chip_area_um2 = 123000

[min_path]
min_path_cells = 6
hold_class = in -> out

[run_status]
outcome = finished, violations left
failed_checks = negative setup slack
worst paths after layout:
| check | end | from | slack (ns) |
|---|---|---|---|
| worst max-delay path | out1[5] | regmem[2][5]$_DFFE_NP_ | -0.20 |
| worst min-delay path | out2[25] | addr2[1] | 3.62 |
Yosys cell counts (all sizes together):
cell type,number
inv,1
buf,176
or3,1
nand2b,4
or3b,3
and2,2
clkbuf,77
a22o,128
nor2b,4
nor2,35
nor3,64
nand2,195
or2,2
edfxtp,1024
nand3b,5
a31oi,64
mux2i,1024
nand3,194
a21oi,192
a22oi,192
metal layers:
layer / global-route usage [%] / wire (um) / vias up
li1: - / - / 15900
met1: 33.8 / 58000 / 16800
met2: 36.8 / 68700 / 1827
met3: 17.3 / 20500 / 320
met4: 10.9 / 4510 / 12
met5: 0.549 / 149 / -
power breakdown:
part | internal [uW] | switching [uW] | total (uW)
Sequential | 7080 | 31.1 | 7110
Combinational | 529 | 879 | 1410
Clock | 4850 | 4020 | 8870
Total | 12500 | 4930 | 17400
worst max-delay path: stages, from the launching register on:
cell and delay (ns):
edfxtp_1 0.40, buf_6 0.13, mux2i_2 0.15, a22o_1 0.18, nor3_2 0.04, buf_4 0.20, a31oi_4 0.21, nand3_2 0.09
buf_2 0.12
area by class of cell:
class                   count  share of cell area [%]
clock buffers             113                    4.53
repair buffers            348                    5.89
flip-flops and latches   1024                    49.3
clock inverters          1117                    8.08
diodes                      1                 0.00401
multi-input cells        2109                    29.0
well taps                1612                    3.23
repair_timing:
action / CTS / global route
buffers inserted: 7 / 0
setup endpoints to repair: 64 / 63
gates resized: 379 / 40
pin swaps: 157 / 103
layout by cell type, fill, tap and decap left out, types with 3 or more instances in the layout:
cell type / instances
inv_1: 1046
edfxtp_1: 1024
mux2i_1: 1023
nand2_1: 193
a22oi_1: 192
a21oi_1: 192
buf_4: 149
nand3_1: 147
a22o_1: 128
clkbuf_16: 113
buf_12: 86
buf_2: 56
clkdlybuf4s50_1: 46
nand3_2: 41
nor3_2: 35
a31oi_4: 35
nor2_4: 34
bufinv_16: 27
clkinvlp_2: 24
a31oi_2: 21
nor3_4: 18
nor3_1: 11
inv_4: 10
a31oi_1: 8
nand3_4: 6
clkbuf_2: 6
nand3b_1: 5
nor2b_4: 4
nand2b_2: 4
clkinv_8: 4
or3b_2: 3
clkinv_4: 3
buf_6: 3
per-stage QoR:
stage / area [um2] / total power [uW] / util (%) / setup slack [ns]
final: 62400 / 17400 / 51.8 / -0.198
after global routing: 62400 / 18400 / 51.8 / -0.285
after CTS: 62300 / 17600 / 51.7 / -0.209
after detailed placement: 53600 / 9430 / 44.5 / 0.00260
after global placement: 53600 / 9420 / 44.5 / 0.0122
after floorplan: 48800 / 8800 / - / -0.394
cells by family (layout without fill, tap and decap cells):
logic type             count (synthesis)  count (layout)  share of synthesized area [%]
multiplexers                        1024            1024                           21.0
flip-flops                          1024            1024                           63.1
AND-OR/OR-AND                        576             576                           8.05
AND/OR/NAND/NOR                      509             509                           4.72
buffers and inverters                254            1578                           3.16
other                                  0               1                              0
Power is estimated from default activity; no workload was simulated.
