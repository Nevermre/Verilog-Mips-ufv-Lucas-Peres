==> flow/design.v <==
module DataMemory(MemWrite,MemRead,Rt,addr,clk,out);
input [31:0] addr;   
input [31:0] Rt;	 
input clk, MemWrite, MemRead;
output [31:0] out;
reg [31:0] memdata [255:0];
initial begin
	memdata[0] = 32'b00000000000000000000000000000111;
        memdata[1] = 32'b00000000000000000000000000000100;
        memdata[2] = 32'b00000000000000000000000000000000;
        memdata[3] = 32'b00000000000000000000000000000000;
        memdata[4] = 32'b00000000000000000000000000000000;
        memdata[5] = 32'b00000000000000000000000000000000;
        memdata[6] = 32'b00000000000000000000000000000000;
        memdata[7] = 32'b00000000000000000000000000000000;
        memdata[8] = 32'b00000000000000000000000000000000;
        memdata[9] = 32'b00000000000000000000000000000000;
        memdata[10] = 32'b00000000000000000000000000000000;
        memdata[11] = 32'b00000000000000000000000000000000;
        memdata[12] = 32'b00000000000000000000000000000000;
        memdata[13] = 32'b00000000000000000000000000000000;
        memdata[14] = 32'b00000000000000000000000000000000;
        memdata[15] = 32'b00000000000000000000000000000000;
        memdata[16] = 32'b00000000000000000000000000000000;
        memdata[17] = 32'b00000000000000000000000000000000;
        memdata[18] = 32'b00000000000000000000000000000000;
        memdata[19] = 32'b00000000000000000000000000000000;
        end
	assign out = memdata[addr];
always @(negedge clk)
begin
   if(MemWrite==1)
	begin
	memdata[addr] = Rt;
	end
end
endmodule
==> flow/run.sh <==
#!/bin/bash
# OpenROAD 26Q1-2900-gdf79404cd8, Yosys 0.63+post, stock flow scripts
make -C /OpenROAD-flow-scripts/flow DESIGN_CONFIG=/design/flow/config.mk WORK_HOME=/design/flow/orfs finish
==> flow/config.mk <==
export PLATFORM = sky130hd
export DESIGN_NAME = DataMemory
export DESIGN_NICKNAME = DataMemory
export VERILOG_FILES = /design/flow/design.v
export SDC_FILE = /design/flow/constraint.sdc
export NUM_CORES = 4
export LEC_CHECK = 1
export CORE_UTILIZATION = 50
export SYNTH_MEMORY_MAX_BITS = 65536
==> flow/constraint.sdc <==
current_design DataMemory

set clk_period 46.5
set clk_io_pct 0.2

create_clock -name clk0 -period $clk_period [get_ports {clk}]

set non_clock_inputs [all_inputs -no_clocks]
set_input_delay [expr $clk_period * $clk_io_pct] -clock clk0 $non_clock_inputs
set_output_delay [expr $clk_period * $clk_io_pct] -clock clk0 [all_outputs]
==> metrics.cfg <==
[grt]
antenna_found_initial = 26
grt_usage = 0.324
grt_pass1_vias = 208127
grt_pass1_wl_mm = 1240
grt_max_degree = 119
grt_overflow = 0

[logic_synthesis]
netlist_instances = 13056
synth_cell_types = 21
ys_ff = 8192
yosys_warnings = 1
ys_cells = 13056
avgSynthCellArea_um2 = 23.6
ys_seq_frac = 0.798
syn_area_mm2 = 0.308
ys_area_mm2 = 0.308

[route]
ant_nets = 0
vias_per_cell = 5.56
drt_iter0_drc = 9777
dr.pass1.iters = 6
drcViolationCount = 0
dr_total_vias = 172482
drt-total-wl_mm = 873
wire_per_inst_um = 28.2

[setup_path]
criticalPathCategory = flip-flop to output port
crit_buf_inv = 1
critPathRequiredTime_ns = 37.20
path_max_fanout = 7
critPathTopFamily = AND-OR/OR-AND gates
cp-end-kind = output port
cp.arrival_ns = 28.49
cpPeakStageDelay_ns = 1.04
crit_chain = mux4_2 -> a22oi_1 -> a21oi_1 -> o41ai_1 -> nand4_1 -> clkdlybuf4s50_1
crit_slowest_cell = nand4_1
start_kind = flip-flop

[flow_run]
maxCapViolCount = 0
warnings = 1055

[clocking]
cts_resized = 0
hold_buffers = 0
cts_tree = done
cts_setup_buffers = 0
clockBufferDepth = 4
cts.sinks = 8192
cts_htree_levels = 6
path_clk_slew_ns = 0.03
root_buffer = clkbuf_16
cts_buffers = 846

[place]
gp_congestion = 0.929
place.port_buffers = 73
placed_area_mm2 = 0.325
hpwl_mm = 474
placedCellCount = 21260

[floorplan]
core_mm2 = 0.615
dieArea_mm2 = 0.620
die_y_um = 787
die_w_um = 787
ios = 99
core.rowCount = 288
initCoreUtil = 0.502

[layout]
area_delta_synth_final_pct = 25.0
stdcell_area_mm2 = 0.386
layout.area.comb_mm2 = 0.0617
ff_latch_area_mm2 = 0.246
drive_gt1_frac = 0.203
layoutNonFillerInstCount = 31023
largest_reg_flops = 8192
fin_util = 0.627
fillers = 39638

[sta]
hold_viol = 0
rsz0062_at_grt = false
tightest_slew_ns = 1.17
setup-tns-final_ns = 0
relSlewSlack = 0.211
drv_slew = 0
setup_viol = 0

[power_and_ir_drop]
powerDensity_mw_per_mm2 = 48.5
p_leak_nw = 153
ir_drop_mv = 0.0554

[worst_hold_path]
hold_path_class = input port to output port

[run_status]
status = finished clean

## synthesized netlist by cell type
| cell type | instances | area share |
|---|---|---|
| nand4_1 | 32 | 0.00065 |
| a22oi_1 | 1024 | 0.025 |
| nor2b_1 | 7 | 0.00014 |
| mux4_2 | 2048 | 0.15 |
| nor3_1 | 30 | 0.00049 |
| buf_1 | 89 | 0.0011 |
| buf_2 | 220 | 0.0036 |
| edfxtp_1 | 8192 | 0.80 |
| nand2_1 | 28 | 0.00034 |
| a21oi_1 | 512 | 0.0083 |
| nor2_1 | 232 | 0.0028 |
| or3_1 | 1 | 0.000020 |
| or2_2 | 2 | 0.000041 |
| clkbuf_1 | 479 | 0.0058 |
| nand3_1 | 13 | 0.00021 |
| buf_4 | 7 | 0.00017 |
| buf_6 | 1 | 0.000037 |
| nand2b_1 | 6 | 0.00012 |
| o41ai_1 | 128 | 0.0036 |
| inv_1 | 2 | 0.000024 |
| and2_1 | 3 | 0.000061 |
## worst paths after layout
| kind | to | start | depth (start not counted) |
|---|---|---|---|
| worst max-delay path | out[18] | memdata[239][18] | 6 |
| worst min-delay path | out[30] | addr[0] | 8 |
## per-layer routing
layer,wire (µm),part of all wire,GRT usage,vias to the layer above
met1,233000,0.27,0.306,82166
met5,4240,0.0049,0.0689,-
met2,402000,0.46,0.419,13309
li1,-,-,-,75197
met3,189000,0.22,0.341,1743
met4,44100,0.050,0.171,67
## power breakdown
part | internal [mW] | switching, mW | total, mW
logic | 0.238 | 0.484 | 0.722
registers | 8.21 | 0.00347 | 8.21
clock network | 5.18 | 4.58 | 9.76
## metrics by stage
| stage | hold WS, ns | setup WS [ns] | total power [mW] |
|---|---|---|---|
| 2_1_floorplan | 18.81 | 10.15 | 9.68 |
| 3_3_place_gp | 20.64 | 9.43 | 10.0 |
| 3_5_place_dp | 20.64 | 9.41 | 10.1 |
| 4_1_cts | 20.65 | 8.91 | 19.0 |
| 5_1_grt | 20.74 | 8.65 | 19.9 |
| 6_report | 20.65 | 8.71 | 18.7 |
## logic make-up after synthesis
family,after synthesis,synth area share
simple gates,354,0.00490
mux,2048,0.150
compound gates,1664,0.0369
buf+inv,798,0.0107
flops,8192,0.798
## cell usage in the layout (no fill, tap or decap), types with 39 or more instances in the layout
| cell type | n |
|---|---|
| bufinv_16 | 160 |
| buf_4 | 785 |
| a22oi_1 | 1024 |
| clkinvlp_2 | 221 |
| clkbuf_16 | 856 |
| mux4_2 | 2048 |
| edfxtp_1 | 8192 |
| inv_1 | 8360 |
| a21oi_1 | 512 |
| nor2_4 | 228 |
| o41ai_2 | 81 |
| o41ai_1 | 42 |
| inv_4 | 69 |
| clkdlybuf4s50_1 | 39 |
## layout make-up
type                       instances  share of cell area
multi-input combinational       4066               0.160
timing repair buffer             880              0.0188
inverter                           1          0.00000974
antenna                           30            0.000195
clock inverter                  8878               0.101
sequential                      8192               0.638
clock buffer                     856              0.0556
tap                             8120              0.0264
Power is estimated from default activity; no workload was simulated.
